===== flow/config.mk =====
export PLATFORM = sky130hd
export DESIGN_NAME = hdlverifier_capture_jtag_core_versal
export DESIGN_NICKNAME = hdlverifier_capture_jtag_core_versal
export VERILOG_FILES = /design/flow/design.v
export SDC_FILE = /design/flow/constraint.sdc
export NUM_CORES = 4
export LEC_CHECK = 1
export CORE_UTILIZATION = 40

===== flow/constraint.sdc =====
current_design hdlverifier_capture_jtag_core_versal

set clk_period 5.4
set clk_io_pct 0.2

create_clock -name clk0 -period $clk_period [get_ports {versal_tck}]

set non_clock_inputs [all_inputs -no_clocks]
set_input_delay [expr $clk_period * $clk_io_pct] -clock clk0 $non_clock_inputs
set_output_delay [expr $clk_period * $clk_io_pct] -clock clk0 [all_outputs]

===== flow/design.v =====
module hdlverifier_capture_jtag_core_versal
#(parameter JTAG_ID=2)
(
    output tck,
    output reg reset,    
    output reg [4:0]  reg_addr,
    output reg [31:0] reg_wdata,
    output reg        reg_write,
    input      [31:0] reg_rdata,
    output reg shift_out_state,
    output reg shift_out_en,
    input  shift_out_data,
    output reg shift_in_state,
    output reg shift_in_en,
    output reg shift_in_data,    
    input  versal_capture,
    input  versal_jtag_reset,
    input  versal_sel,
    input  versal_shift,
    input  versal_tck,
    input  versal_tdi,
    input  versal_update,
    output versal_tdo
);
localparam      STATE_IDLE      = 4'd0,
                STATE_HEADER    = 4'd1,
                STATE_CMD       = 4'd2,
                STATE_WRITE_REG = 4'd3,
                STATE_READ_REG  = 4'd4,
                STATE_WAIT_PAD  = 4'd5,
                STATE_WR_TRANSIT= 4'd6,  
                STATE_READ_DATA = 4'd7,  
                STATE_WRITE_DATA= 4'd8;  
localparam      CMD_REG_WRITE = 3'b001;
localparam      CMD_REG_READ  = 3'b010;
localparam      CMD_DATA_READ = 3'b100;
localparam      CMD_DATA_WRITE= 3'b101;
localparam CMD_WIDTH = 8;
localparam  WR = 1'b1,
            RD = 1'b0;
reg [3:0]               state_reg;      
reg  [31:0] tdi_shift_reg;
reg [31:0] tdi_shift_reg_next;
reg [7:0] counter;
reg state_flag;
reg [CMD_WIDTH - 1 :0] command_reg;
reg [2:0]  pad_len;
reg [31:0] read_reg;
reg tdo;
wire tdi;
wire capture_dr;
wire shift_dr;
wire update_dr;
wire jtag_reset;
always@(*) begin
    tdo <= (command_reg[7:5] == CMD_DATA_READ) ? shift_out_data : read_reg[0];
    reset <= jtag_reset;
    shift_out_state <= (command_reg[7:5] == CMD_DATA_READ);
    shift_in_state  <= (command_reg[7:5] == CMD_DATA_WRITE);
    tdi_shift_reg_next <= {tdi, tdi_shift_reg[31:1]};
end
always@(posedge tck) begin
    if(jtag_reset || capture_dr)
        tdi_shift_reg <= 32'b0;
    else if(shift_dr)
        tdi_shift_reg <= tdi_shift_reg_next;        
end            
always @ (posedge tck)
    begin
        if(jtag_reset) begin
            state_reg <= STATE_IDLE;
            command_reg <= 0;
            counter <= 0;
            pad_len <= 0;
            reg_write <= 0;
            shift_out_en <= 0;
            shift_in_en <= 0;
        end
        else begin
            case(state_reg)
                STATE_IDLE:  begin
                    counter <= 0;
                    shift_out_en <= 0;
                    command_reg     <= 0;
                    pad_len <= 0;
                    reg_write <= 0;                    
                    if(capture_dr)  begin
                        state_reg <= STATE_HEADER;
                    end
                end
                STATE_HEADER: begin
                    if(shift_dr) begin                      
                        if(tdi_shift_reg_next[28:24] == 5'b10101) begin
                            state_reg <= STATE_CMD;                               
                            pad_len   <= tdi_shift_reg_next[31:29];
                        end
                    end         
                end                     
                STATE_CMD: begin  
                    if(shift_dr) begin
                        counter <= counter + 1'b1;
                        if(counter == (CMD_WIDTH -1)) begin   
                            command_reg <= tdi_shift_reg_next[31:24];
                            state_reg <= STATE_IDLE;
                            counter <= 0;
                            if( tdi_shift_reg_next[31:29] == CMD_REG_WRITE ) begin 
                                state_reg <= STATE_WRITE_REG;                                   
                                reg_addr <= tdi_shift_reg_next[28:24];                         
                            end
                            else if( tdi_shift_reg_next[31:29] == CMD_REG_READ ) begin
                                state_reg <= STATE_WR_TRANSIT;
                                reg_addr <= tdi_shift_reg_next[28:24];
                            end
                            else if( tdi_shift_reg_next[31:29] == CMD_DATA_READ ) begin
                                state_reg <= STATE_WR_TRANSIT;
                            end
                            else if( tdi_shift_reg_next[31:29] == CMD_DATA_WRITE ) begin
                                state_reg <= STATE_WRITE_DATA;
                            end
                        end         
                    end
                end             
                STATE_WRITE_REG: begin
                    if(shift_dr) begin
                        counter <= counter + 1'b1;
                        if(counter == 8'd31) begin
                            reg_wdata <= tdi_shift_reg_next;
                            reg_write <= 1;
                            state_reg <= STATE_IDLE;
                        end
                    end
                end
                STATE_READ_REG: begin
                    if(shift_dr) begin
                        counter <= counter + 1'b1;
                        read_reg <= {1'b0, read_reg[31:1]};
                        if(counter == 8'd31) begin
                            state_reg <= STATE_IDLE;
                        end
                    end
                end
                STATE_WR_TRANSIT: begin
                    if (capture_dr) begin                        
                        read_reg  <= reg_rdata;
                        state_reg <= STATE_WAIT_PAD;
                    end
                end
                STATE_WAIT_PAD: begin
                    if (shift_dr) begin
                        counter <= counter + 1'b1;                        
                        if(counter == {5'b0,pad_len}) begin
                            counter   <= 0;                           
                            state_reg <= (command_reg[7:5] == CMD_DATA_READ) ? STATE_READ_DATA: STATE_READ_REG;
                        end
                    end                
                end
                STATE_READ_DATA: begin
                    if(update_dr) begin
                        state_reg <= STATE_IDLE;  
                    end
                    if(shift_dr) begin
                        if(counter == 8'd5) 
                            shift_out_en <= 1'b1;
                        else
                            counter <= counter + 1'b1;
                        end
                    else begin
                        shift_out_en <= 1'b0;
                    end                    
                end
                STATE_WRITE_DATA: begin
                    if(update_dr) begin
                        state_reg <= STATE_IDLE;
                        shift_in_en <= 1'b0;
                    end
                    if(shift_dr) begin
                        shift_in_en <= 1'b1;
                        shift_in_data <= tdi;
                    end
                    else begin
                        shift_in_en <= 1'b0;
                    end
                end
                default:
                    state_reg <= STATE_IDLE;
            endcase
        end
    end
hdlverifier_jtag_vendor_ip_versal #(.JTAG_ID(JTAG_ID)) u_jtag
(
    .tdi(tdi) , 
    .tdo(tdo) , 
    .tck(tck) , 
    .jtag_reset(jtag_reset) ,
    .capture_dr(capture_dr) ,
    .shift_dr(shift_dr),
    .update_dr(update_dr),
    .versal_capture (versal_capture),
    .versal_jtag_reset (versal_jtag_reset),
    .versal_sel (versal_sel),
    .versal_shift (versal_shift),
    .versal_tck (versal_tck),
    .versal_tdi (versal_tdi),
    .versal_update (versal_update),
    .versal_tdo (versal_tdo) 
);
endmodule
module hdlverifier_jtag_vendor_ip_versal
#(parameter JTAG_ID=2)
(
	output tdi,
	input tdo,
	output tck,
	output jtag_reset,
	output capture_dr,
    output shift_dr,
    output update_dr,
    input  versal_capture,
    input  versal_jtag_reset,
    input  versal_sel,
    input  versal_shift,
    input  versal_tck,
    input  versal_tdi,
    input  versal_update,
    output versal_tdo
);
wire sel;
wire cdr;
wire sdr;
wire udr;
assign capture_dr   = sel && cdr;
assign shift_dr     = sel && sdr;
assign update_dr    = sel && udr;
assign sel = versal_sel;
assign cdr = versal_capture;
assign sdr = versal_shift;
assign udr = versal_update;
assign udr = versal_update;
assign jtag_reset = versal_jtag_reset;
assign tdi = versal_tdi;
assign tck = versal_tck;
assign versal_tdo = tdo; 
endmodule

===== flow/run.sh =====
#!/bin/bash
# OpenROAD 26Q1-2900-gdf79404cd8, Yosys 0.63+post, stock flow scripts
make -C /OpenROAD-flow-scripts/flow DESIGN_CONFIG=/design/flow/config.mk WORK_HOME=/design/flow/orfs finish

==> flow_metrics.env <==
# physical design summary
export IMPL_run_status="finished, final reports clean"
export IMPL_setup_violations_final=0
export IMPL_dp_worst_setup_slack_ns=1.25
export IMPL_avgViaCountPerCell=4.95
export IMPL_worst_ir_drop_vdd_uv=334
export IMPL_post_cts_buffers=0
export IMPL_worstHoldEndpoint="reg_wdata[0]$_DFFE_PP_"
export IMPL_grt_max_degree=37
export IMPL_synthFlopType="sky130_fd_sc_hd__edfxtp_1"
export IMPL_gr_usage_all_layers_pct=16.8
export IMPL_clk_latency_ns=0.52
export IMPL_placementRows=40
export IMPL_area_growth_pct=31.9
export IMPL_synth_sequential_area_ratio_pct=63.8
export IMPL_worst_ep_required_time_ns=4.32
export IMPL_edf_count=70
export IMPL_die_width_um=115
export IMPL_insertedDiodeCount=0
export IMPL_postSynthAreaPerCell_um2=11.6
export IMPL_critical_path_slowest_cell="sky130_fd_sc_hd__clkdlybuf4s50_1"
export IMPL_floorplan_io_pins=86
export IMPL_worst_r2r_startpoint="counter[0]$_SDFFE_PP0P_"
export IMPL_setup_repair_after_global_routing_missed_its_margin="false"
export IMPL_clock_skew_final_ns=0.0107
export IMPL_hold_viol_final=0
export IMPL_placement_io_buffers=85
export IMPL_detailed_route_via_count=3493
export IMPL_min_path_cells=0
export IMPL_power_per_cell_area_nw_per_um2=334
export IMPL_detail_route_wirelength_mm=9.87
export IMPL_tool_warnings=27
export IMPL_hold_slack_ns=0.432
export IMPL_largest_fanout_on_the_critical_path=2
export IMPL_chip_area_um2=13200
export IMPL_final_layout_size_suffix_gt1_share_pct=14.5
export IMPL_grt_overflow_total=0
export IMPL_chip_area_estimate_from_yosys_synthesis_um2=5080
export IMPL_drt_wirelength_per_cell_um=14.0
export IMPL_number_of_violations_reported_at_the_end_of_detailed_routing_iteration_0=201
export IMPL_report_final_slew_viol_count=0
export IMPL_std_cell_core_area_um2=12200
export IMPL_synthArstFlopShare_pct=0
export IMPL_timing_rr_end="reg_wdata[19]$_DFFE_PP_"
export IMPL_timing_critical_path_mode_cell="sky130_fd_sc_hd__clkbuf_16"
export IMPL_die_height_um=115
export IMPL_timing_critical_path_buf_inv=3
export IMPL_synth_area_leader_cell="sky130_fd_sc_hd__edfxtp_1"
export IMPL_worstSetupStartpointType="clock port"
export IMPL_synth_stat_cells=437
export IMPL_worstMarginPinSlew_ns=0.714
export IMPL_final_layout_top_logic_cell="sky130_fd_sc_hd__nand2_1"
export IMPL_most_common_layout_cells="sky130_fd_sc_hd__nand2_1, sky130_fd_sc_hd__clkdlybuf4s50_1, sky130_fd_sc_hd__edfxtp_1, sky130_fd_sc_hd__dfxtp_1, sky130_fd_sc_hd__a21oi_1"
export IMPL_synth_distinct_cells=53
export IMPL_top_cell_area_share_pct=41.4
export IMPL_wire_length_of_the_first_global_routing_pass_mm=16.5
export IMPL_routability_congestion_estimate_from_global_placement=0.863
export IMPL_grt_pass1_vias=3325
export IMPL_hold_path_startpoint="tdi_shift_reg[1]$_SDFFE_PP0N_"
export IMPL_totalNegativeSetupSlack_ns=0
export IMPL_floorplanUtilization_pct=41.6
export IMPL_crit_path_cell_trace="clkbuf_16 -> clkbuf_16 -> clkdlybuf4s50_1"
export IMPL_critical_path_max_stage_delay_ns=0.39
export IMPL_antenna_violating_nets_post_route=0
export IMPL_report_power_total_mw=2.24
export IMPL_hold_buffers=0
export IMPL_critical_path_class="clk -> out"
export IMPL_number_of_antenna_violations_at_the_first_check_in_global_routing=0
export IMPL_yosys_register_bits=127
export IMPL_min_path_type="reg -> reg"
export IMPL_drcViolationCount=0
export IMPL_postLayoutSetupSlackWorst_ns=0.987
export IMPL_path_delay_family="buffers and inverters"
export IMPL_final_util_pct=54.9
export IMPL_ys_warnings_count=1
export IMPL_endpoint_kind="output port"
export IMPL_synthesis_area_um2=5080
export IMPL_p_leak_nw=2.25
export IMPL_cts_resized=0
export IMPL_cts_tree="done"
export IMPL_worst_r2r_setup_slack_ns=3.33
export IMPL_r2r_cells=6
export IMPL_place_detailed_hpwl_mm=6.17
export IMPL_synthCells=437
export IMPL_cap_violations=0
export IMPL_worst_setup_hold_path_clk_slew_ns=0.05
export IMPL_area_leaders="sky130_fd_sc_hd__edfxtp_1, sky130_fd_sc_hd__dfxtp_1, sky130_fd_sc_hd__mux2_2, sky130_fd_sc_hd__nand2_1, sky130_fd_sc_hd__a21oi_1"
export IMPL_detail_route_first_pass_iterations=4
export IMPL_worst_ep_arrival_time_ns=3.33
export IMPL_slew_headroom_pct=52.4
-- layout make-up --
cell class                      count  area [µm²]
Clock buffer                       27         564
Fill cell                        1050        5510
Sequential cell                   127        3240
Timing Repair Buffer               93         908
Clock inverter                      9        67.6
Multi-Input combinational cell    272        1680
Inverter                            9        33.8
Tap cell                          168         210
-- how the worst max path moves through the flow --
| stage | cells after the start | to | slack, ns | from |
|---|---|---|---|---|
| finish | 3 | tck | 0.99 | versal_tck |
| global route | 3 | tck | 0.97 | versal_tck |
| CTS | 3 | tck | 0.98 | versal_tck |
-- synthesized netlist by cell type (2+ instances only) --
master / n
sky130_fd_sc_hd__a31oi_1: 5
sky130_fd_sc_hd__o211ai_1: 6
sky130_fd_sc_hd__o21ai_0: 7
sky130_fd_sc_hd__buf_4: 3
sky130_fd_sc_hd__xor2_1: 4
sky130_fd_sc_hd__dfxtp_1: 57
sky130_fd_sc_hd__and3_1: 2
sky130_fd_sc_hd__o221ai_1: 2
sky130_fd_sc_hd__nor4_1: 2
sky130_fd_sc_hd__buf_1: 8
sky130_fd_sc_hd__ha_1: 2
sky130_fd_sc_hd__and3b_1: 2
sky130_fd_sc_hd__inv_1: 9
sky130_fd_sc_hd__mux2_2: 31
sky130_fd_sc_hd__nor2b_1: 3
sky130_fd_sc_hd__nand4_1: 3
sky130_fd_sc_hd__buf_6: 2
sky130_fd_sc_hd__a21oi_1: 46
sky130_fd_sc_hd__nand2b_1: 3
sky130_fd_sc_hd__nand3_1: 6
sky130_fd_sc_hd__nor3_1: 8
sky130_fd_sc_hd__nor2_1: 13
sky130_fd_sc_hd__a22oi_1: 3
sky130_fd_sc_hd__clkbuf_1: 15
sky130_fd_sc_hd__mux2i_1: 4
sky130_fd_sc_hd__and2_1: 4
sky130_fd_sc_hd__xnor2_1: 2
sky130_fd_sc_hd__edfxtp_1: 70
sky130_fd_sc_hd__nand2_1: 88
sky130_fd_sc_hd__o2111ai_1: 2
sky130_fd_sc_hd__or3_1: 2
sky130_fd_sc_hd__nor4b_1: 2
-- through the flow --
stage | cells | area, µm²
global route | 705 | 6700
finish | 705 | 6700
CTS | 705 | 6700
detailed placement | 670 | 6080
floorplan | 437 | 5080
global placement | 670 | 6080
-- worst reg2reg max path, cell delays in order (launching register included) --
cell	delay, ns
sky130_fd_sc_hd__dfxtp_1	0.44
sky130_fd_sc_hd__ha_1	0.26
sky130_fd_sc_hd__nand4_1	0.24
sky130_fd_sc_hd__nor3_1	0.21
sky130_fd_sc_hd__nand2_1	0.10
sky130_fd_sc_hd__nor2_2	0.09
sky130_fd_sc_hd__buf_4	0.36
-- report_power, final --
part	total (mW)	internal, mW	switching, mW
clock network	1.16	0.769	0.393
registers	1.01	1.01	0.00246
logic	0.0648	0.0333	0.0315
total	2.24	1.81	0.427
-- cells by family (layout without fill, tap and decap cells) --
family | count (synthesis) | count (layout) | synth area share, %
AND/OR/NAND/NOR | 149 | 149 | 14.0
flip-flops | 127 | 127 | 63.8
AND-OR/OR-AND | 80 | 80 | 9.66
buffers and inverters | 38 | 138 | 3.35
multiplexers | 35 | 35 | 7.66
XOR/XNOR | 6 | 6 | 1.03
adder cells (fa/ha/maj) | 2 | 2 | 0.493
-- layer usage --
metal	up-vias	track usage, %	wire, µm
met5	-	0	0
met2	121	22.9	4180
met3	7	6.26	738
met1	1611	28.0	4860
met4	0	2.16	90
li1	1754	-	-
